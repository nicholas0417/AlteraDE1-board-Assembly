$ cat run.sh
#!/bin/bash
# OpenROAD 26Q1-2900-gdf79404cd8, Yosys 0.63+post, stock flow scripts
make -C /OpenROAD-flow-scripts/flow DESIGN_CONFIG=/design/flow/config.mk WORK_HOME=/design/flow/orfs finish
$ cat config.mk
export PLATFORM = sky130hd
export DESIGN_NAME = add3
export DESIGN_NICKNAME = add3
export VERILOG_FILES = /design/flow/design.v
export SDC_FILE = /design/flow/constraint.sdc
export NUM_CORES = 4
export LEC_CHECK = 1
export CORE_AREA = 10 10 70 70
export DIE_AREA = 0 0 80 80
$ cat constraint.sdc
current_design add3

set clk_period 2.0
set clk_io_pct 0.2

create_clock -name clk0 -period $clk_period

set non_clock_inputs [all_inputs -no_clocks]
set_input_delay [expr $clk_period * $clk_io_pct] -clock clk0 $non_clock_inputs
set_output_delay [expr $clk_period * $clk_io_pct] -clock clk0 [all_outputs]
$ cat design.v
module add3(a,s);
 input [3:0] a;
 output [3:0] s;
 reg [3:0] s;
 always @ (a)
 case (a)
 4'b0000: s <= 4'b0000;  
 4'b0001: s <= 4'b0001;  
 4'b0010: s <= 4'b0010;  
 4'b0011: s <= 4'b0011;  
 4'b0100: s <= 4'b0100;  
 4'b0101: s <= 4'b1000;  
 4'b0110: s <= 4'b1001;  
 4'b0111: s <= 4'b1010;  
 4'b1000: s <= 4'b1011;  
 4'b1001: s <= 4'b1100;  
 default: s <= 4'b0000;
 endcase
endmodule
==> out/summary.txt <==
Status -> complete, no violations
Antenna viol nets, final -> 0
Worst-margin pin slew -> 191 ps
Max-slew headroom -> 87.2%
RSZ-0062 raised after global routing -> false
Mean area per synthesized cell -> 7.12 um^2
Leak Pwr -> 0.109 nW
Max Clock Freq -> 548 MHz
Power density cells -> 140 nW/um^2
Highest ir drop seen on vdd -> 15.2 uV
Routability-driven placement congestion ratio -> 0.730
Antenna cells -> 0
Fill count -> 408
Cts hold-fix bufs -> 0
Row count -> 21
Vias -> 147
Flop area -> 0 um^2
Vias in the first global route -> 154
Bufs and invs on worst path -> 2
Area after DPL -> 253 um^2
Fin area -> 256 um^2
DRT Pass-1 Iters -> 2
Area grow syn2layout -> 177%
Seq/Total Area, Yosys -> 0%
Max-slew violation count -> 0
Worst Hold Path EP -> s[2]
Setup TNS Final -> 0 ps
Yosys cell count -> 13
WL per Instance -> 6.06 um
Unique masters post-synth -> 12
Worst Path Class, Setup -> in -> out
Share of cells above drive strength 1 -> 62.5%
OpenROAD warning count -> 32
Yosys Chip Area -> 92.6 um^2
Final tally of setup violations -> 0
First-pass GRT wire length -> 696 um
Yosys Warn Count -> 1
Min cycle time layout -> 1820 ps
Initial antenna violation count -> 0
Comb. cell area -> 111 um^2
Hold Crit Class -> in -> out
GRT overflow -> 0
Die X-Extent -> 80 um
Initial DRC Count -> 2
Syn Inst Count -> 13
Flop count -> 0
Worst EP arrival -> 1420 ps
DRC violations left -> 0
Port buffer count -> 8
Worst path required time -> 1600 ps
Worst-path cell chain -> dlygate4sd2_1 > or4b_4 > o311ai_2 > buf_2
Largest net degree at the start of global routing -> 8
Clkbuf count -> 0
Maxcap violations -> 0
Setup Buffers After CTS -> 0
Num ports -> 8
Cycle use final -> 91.2%
Worst-path fanout max -> 2
Global Route Usage Sum -> 1.25%
Crit-path slowest cell -> or4b_4
Die H -> 80 um
Hold path cells -> 4
Via/cell ratio -> 2.10
Total Wirelength -> 424 um
Critical Path Max Stage Delay -> 550 ps
Hold_ws -> 1200 ps
Fp_density -> 2.71%
Top cell family by delay on the critical path -> simple AND/OR/NAND/NOR gates
Area of the mapped netlist -> 92.6 um^2
Worst setup EP type -> output port
Core ar. -> 3420 um^2
HP Start -> a[3]
Endpoints failing hold -> 0
Die area -> 6400 um^2
Crit start category -> input port
[worst max-delay path by stage]
stage / from / endpoint / cells past startpoint / slack [ps]
global route: a[1] / s[0] / 4 / 150
CTS: a[2] / s[2] / 4 / 10
finish: a[1] / s[0] / 4 / 180
[area by class of cell]
cell class / instances / area share [%]
Inverter: 1 / 1.46
Timing Repair Buffer: 11 / 32.7
Tap cell: 46 / 22.4
Multi-Input combinational cell: 12 / 43.4
[cell usage after synthesis]
library cell | number | share of area (%)
o22ai_1 | 1 | 6.8
o31ai_1 | 1 | 8.1
a21oi_1 | 1 | 5.4
nand2b_1 | 1 | 6.8
and2b_2 | 1 | 9.5
or3b_2 | 2 | 19
nand3b_1 | 1 | 8.1
o311ai_1 | 1 | 9.5
inv_1 | 1 | 4.1
nor2_1 | 1 | 4.1
or4b_1 | 1 | 11
or2b_1 | 1 | 8.1
[kinds of logic after synthesis]
logic type	count (synthesis)	synth area share, %
AND-OR/OR-AND	4	29.7
buffers and inverters	1	4.05
AND/OR/NAND/NOR	8	66.2
[metal layers]
metal	routed length, um	GRT usage, %	up-vias
li1	-	-	74
met1	213	1.71	66
met2	153	1.93	7
met3	57	0.455	0
met4	0	0	0
met5	0	0	-
[through the flow]
step           utilization [%]   power (W)  setup WS (ps)  instances
2_1_floorplan                -  0.00000934            595         13
3_5_place_dp              7.40   0.0000383           -436         70
4_1_cts                   7.77   0.0000377           10.2         70
3_3_place_gp              7.40   0.0000377           -448         70
5_1_grt                   7.51   0.0000397            152         70
6_report                  7.51   0.0000359            177         70
[repair_timing]
item	CTS	global route
gates cloned	0	0
gates resized	21	3
setup endpoints to repair	4	1
pin swaps	2	1
[power breakdown]
part | leakage, nW | switching [W] | total (W) | internal [W]
clock network | 0 | 0 | 0 | 0
registers | 0 | 0 | 0 | 0
logic | 0.109 | 0.0000143 | 0.0000359 | 0.0000215
[tightest hold or removal path: stages]
cell and delay (ps):
clkbuf_2 110, or3b_4 120, a21oi_2 40, dlymetal6s2s_1 120
[cells in the final DEF (no fill, tap or decap), drive strengths merged]
cell type | netlist | routed
clkdlybuf4s15 | 0 | 1
buf | 0 | 6
a21oi | 1 | 1
nand2b | 1 | 1
inv | 1 | 1
nand3b | 1 | 1
clkbuf | 0 | 1
or2b | 1 | 1
or3b | 2 | 2
or4b | 1 | 1
o31ai | 1 | 1
o22ai | 1 | 1
dlymetal6s2s | 0 | 1
and2b | 1 | 1
nor2 | 1 | 1
dlygate4sd2 | 0 | 2
o311ai | 1 | 1
Power and IR drop assume default switching activity.
